<file path="./config.mk">
export PLATFORM = sky130hd
export DESIGN_NAME = riscv_pipelined_datapath
export DESIGN_NICKNAME = riscv_pipelined_datapath
export VERILOG_FILES = /design/flow/design.v
export SDC_FILE = /design/flow/constraint.sdc
export NUM_CORES = 4
export LEC_CHECK = 1
export CORE_UTILIZATION = 30
</file>
<file path="./constraint.sdc">
current_design riscv_pipelined_datapath

set clk_period 17.6
set clk_io_pct 0.2

create_clock -name clk0 -period $clk_period [get_ports {clk}]

set non_clock_inputs [all_inputs -no_clocks]
set_input_delay [expr $clk_period * $clk_io_pct] -clock clk0 $non_clock_inputs
set_output_delay [expr $clk_period * $clk_io_pct] -clock clk0 [all_outputs]
</file>
<file path="./design.v">
module ALU(
           input [31:0] A,B,   
           input [3:0] ALU_Sel, 
           output [31:0] ALU_Out,  
           output Zero  
    );
    reg [31:0] ALU_Result;
    assign ALU_Out = ALU_Result;  
    always @(*)
    begin
        case(ALU_Sel)
        4'b0010:  
           ALU_Result = A + B ;
        4'b0110:  
           ALU_Result = A - B ;
          4'b0000:  
           ALU_Result = A & B;
          4'b0001:  
           ALU_Result = A | B;
          4'b1100:  
           ALU_Result = A ^ B;
          4'b0111:  
           ALU_Result = ($signed(A) < $signed(B))?32'd1:32'd0 ;
			 4'b1001:  
			  ALU_Result = A >> B;
			 4'b1101:  
			  ALU_Result = A << B;
			 4'b1011:  
			  ALU_Result = A >>> B;
			 4'b1111:  
				ALU_Result = (A < B) ? 32'd1:32'd0 ;
			4'b1010:  
			   ALU_Result = B;
        endcase
    end
	 assign Zero = (ALU_Result == 0);
endmodule
module control_logic(instruction,Zero,PCSrc,ALUSrc,ALUCtrl,RegWrite,MemtoReg,MemRead,MemWrite);
input [31:0]instruction;
input Zero;
output reg PCSrc,ALUSrc,RegWrite,MemtoReg,MemRead,MemWrite;
output reg [3:0] ALUCtrl;
always @ (*)
begin
	if (instruction [6:0] == 7'b0110011)
	begin
	PCSrc = 0;
	ALUSrc = 0;
	RegWrite = 1;
	MemtoReg = 0;
	MemRead=0;
	MemWrite=0;
		case(instruction[14:12])
		3'b000 :	
		begin
			if(instruction[31:25] == 0) ALUCtrl = 4'b0010;
			else 	ALUCtrl = 4'b0110;
		end
		3'b010 : ALUCtrl = 4'b0111; 
		3'b100 : ALUCtrl = 4'b1100;
		3'b110 : ALUCtrl = 4'b0001;
		3'b111 : ALUCtrl = 4'b0000;
		3'b001 : ALUCtrl = 4'b1101;
		3'b101 :
		if(instruction[31:25] == 6'b000000) ALUCtrl = 4'b1001;
			else ALUCtrl = 4'b1011;
		default : ALUCtrl = 4'b0000;
		endcase
	end
	else if (instruction [6:0] == 7'b0010011 || instruction [6:0] == 7'b0000011)
	begin
	PCSrc = 0;
	ALUSrc = 1;
	RegWrite = 1;
	MemtoReg =  (instruction [6:0] == 7'b0000011) ? 1 :0;
	MemRead = (instruction [6:0] == 7'b0000011) ? 1 :0;
	MemWrite = 0;
	if(instruction [6:0] == 7'b0000011)
		ALUCtrl = 4'b0010;
	else
		begin
			case(instruction[14:12])
			3'b000 :	ALUCtrl = 4'b0010;
			3'b010 : ALUCtrl = 4'b0111;
			3'b100 : ALUCtrl = 4'b1100;
			3'b110 : ALUCtrl = 4'b0001;
			3'b111 : ALUCtrl = 4'b0000;
			3'b001 : ALUCtrl = 4'b1101;
			3'b011 : ALUCtrl = 4'b1111;
			3'b101 : 
			if(instruction[31:25] == 6'b000000) ALUCtrl = 4'b1001;
			else ALUCtrl = 4'b1011;
			default : ALUCtrl = 4'b0000;
			endcase
		end
	end
	else 	if (instruction [6:0] == 7'b0100011)
	begin
	PCSrc = 0;
	ALUSrc = 1;
	RegWrite = 0;
	MemtoReg = 0;
	MemRead=0;
	MemWrite=1;
	ALUCtrl = 4'b0010;
	end
	else 	if (instruction [6:0] == 7'b1100011)
	begin
	PCSrc = 1;
	ALUSrc = 0;
	RegWrite = 0;
	MemtoReg = 0;
	MemRead=0;
	MemWrite=0;
	case (instruction [14:12])
	3'b000: ALUCtrl = 4'b0110;  
	3'b001: ALUCtrl = 4'b0110;  
	3'b100: ALUCtrl = 4'b0111;  
	3'b101: ALUCtrl = 4'b0111;  
	3'b110: ALUCtrl = 4'b1111;  
	3'b111: ALUCtrl = 4'b1111;  
   endcase
	end
	else if(instruction [6:0] == 7'b1101111 && instruction [6:0] == 7'b1100111)
	begin
	PCSrc = 1;
	ALUSrc = 0;
	RegWrite = 0;
	MemtoReg = 0;
	MemRead=0;
	MemWrite=0;
	end
	else if(instruction [6:0] == 7'b0010111)
	begin
	PCSrc = 0;
	ALUSrc = 1;
	RegWrite = 1;
	MemtoReg = 0;
	MemRead=0;
	MemWrite=0;
	ALUCtrl=4'b0010;
	end
	else if(instruction [6:0] == 7'b0110111)
	begin
	PCSrc = 0;
	ALUSrc = 1;
	RegWrite = 1;
	MemtoReg = 0;
	MemRead=0;
	MemWrite=0;
	ALUCtrl = 4'b1010;
	end
	else 
	begin
	PCSrc = 0;
	ALUSrc = 0;
	RegWrite = 0;
	MemtoReg = 0;
	MemRead=0;
	MemWrite=0;
	ALUCtrl = 4'b0000;
	end
end
endmodule 
module forwarding_unit(EXMEM_RegWrite,MEMWB_RegWrite,IDEX_Rs1,
								IDEX_Rs2,EXMEM_Rd,MEMWB_Rd,ForwardA,ForwardB);
input [4:0] IDEX_Rs1,IDEX_Rs2,EXMEM_Rd,MEMWB_Rd;
input EXMEM_RegWrite,MEMWB_RegWrite;
output reg [1:0] ForwardA,ForwardB;
always @ (*)
begin
if (EXMEM_RegWrite && (EXMEM_Rd != 0) && (EXMEM_Rd == IDEX_Rs1))
			begin
				ForwardA = 2'b10;
				ForwardB = 2'b00;
			end
else if (EXMEM_RegWrite && (EXMEM_Rd != 0) && (EXMEM_Rd == IDEX_Rs2))
			begin
				ForwardA = 2'b00;
				ForwardB = 2'b10;
			end
else if (MEMWB_RegWrite && (MEMWB_Rd != 0)
&& !(EXMEM_RegWrite && (EXMEM_Rd != 0) && (EXMEM_Rd == IDEX_Rs1))
&& (MEMWB_Rd == IDEX_Rs1)) 
begin
	ForwardA = 2'b01;
	ForwardB = 2'b00;
end
else if (MEMWB_RegWrite && (MEMWB_Rd != 0)
&& !(EXMEM_RegWrite && (EXMEM_Rd != 0) && (EXMEM_Rd == IDEX_Rs2))
&& (MEMWB_Rd == IDEX_Rs2)) 
begin
	ForwardB = 2'b01;
	ForwardA = 2'b00;
end
else 
	begin
	ForwardB = 2'b00;
	ForwardA = 2'b00;
	end
end
endmodule 
module hazard_detect(instruction,IDEX_MemRead,IDEX_Rd,IDEX_Branch,
							IFID_Write,PC_Write,FlushCtrl,IF_Flush);
input [31:0] instruction;
input IDEX_MemRead,IDEX_Branch;
input [4:0] IDEX_Rd;
output reg IFID_Write,PC_Write,FlushCtrl,IF_Flush;
always @ (*)
begin
	if (IDEX_MemRead && ((IDEX_Rd==instruction[19:15]) || (IDEX_Rd==instruction[24:20]))
	&& ((instruction[6:0]==7'b0110011) || (instruction[6:0]==7'b1100011)))
		begin
			IFID_Write = 0;
			PC_Write = 0;
			FlushCtrl = 0;
			IF_Flush = 0;
		end
	else if (instruction[6:0]==7'b1100011)
		begin
			IFID_Write = 1;
			IF_Flush = 1;
			PC_Write = 0;
			FlushCtrl = 1;
		end
	else if (IDEX_Branch && instruction[6:0] == 7'b0000000)
		begin
					PC_Write = 0;
					IFID_Write = 1;
					FlushCtrl = 1;
					IF_Flush = 1;
		end
	else 
		begin
			PC_Write = 1;
			IFID_Write = 1;
			FlushCtrl = 1;
			IF_Flush = 0;
		end
end
endmodule 
module imm_gen(instruction, immediate);
input [31:0] instruction;
output reg [31:0] immediate;
always @ (instruction)
begin
	if (instruction [6:0] == 7'b0010011 || instruction [6:0] == 7'b0000011)
	begin
	immediate [11:0] = instruction[31:20];
	immediate [31:12] = {20{instruction[31]}};
	end
	else 	if (instruction [6:0] == 7'b0100011)
	begin
	immediate [4:0] = instruction[11:7];
	immediate [11:5] = instruction[31:25];
	immediate [31:12] = {20{instruction[31]}};
	end
	else 	if (instruction [6:0] == 7'b1100011)
	begin
	immediate [0] = 1'b0;
	immediate [11] = instruction[7];
	immediate [4:1] = instruction[11:8];
	immediate [10:5] = instruction[30:25];
	immediate [31:12] = {20{instruction[31]}};
	end
	else 	if (instruction [6:0] == 7'b1101111)
	begin
	immediate [0] = 1'b0;
	immediate [19:12] = instruction[19:12];
	immediate [11] = instruction[20];
	immediate [10:1] = instruction[30:21];
	immediate [31:20] = {12{instruction[31]}};
	end
	else
	begin
	immediate [31:12] = instruction[31:12];
	immediate [11:0] = 0;
	end
end
endmodule 
module riscv_pipelined_datapath(clk,rst,instruction,PC,dAddress
											,dWriteData,dReadData,MemRead,MemWrite,RO1,RO2);
input clk,rst;
input [31:0] instruction,dReadData;
output [31:0] PC,dAddress,dWriteData;
output MemRead,MemWrite;
wire IFID_WriteEn,PC_Write,CTRL_Flush,IF_Flush;
wire [31:0] ALUresult_EX,PCAddress;
reg [31:0] ALUop1_EX,ALUop2_EX;
wire Zero_EX,Branch_EX;
reg PCSrc_EX;
wire [31:0] rout1_EX,rout2_EX,immediate_EX,PCAddress_EX;
wire [3:0] ALUCtrl_EX;
wire [4:0] Rd_EX;
wire ALUSrc_EX,MemRead_EX,MemWrite_EX,MemtoReg_EX,RegWrite_EX;
wire [31:0] WriteData_MEM,ALUresult_MEM,PCAddress_MEM;
wire MemRead_MEM,MemWrite_MEM,MemtoReg_MEM,RegWrite_MEM;
wire [4:0] Rd_MEM;
wire Branch_MEM,Zero_MEM,PCSrc_MEM;
wire [31:0] ALUresult_WB,dReadData_WB;
wire MemtoReg_WB,RegWrite_WB;
wire [31:0] RegDataIn;
wire [1:0] ForwardA,ForwardB;
PCReg #(32'h00000000)pcc(clk,PC_Write,rst,PCSrc_EX,PCAddress,PC);
wire [31:0] instruction_ID;
wire MemRead_ID,MemWriteID;
wire Branch_ID,ALUSrc_ID,RegWrite_ID,MemtoReg_ID;
wire [3:0] ALUCtrl_ID;
wire [31:0] rout1_ID,rout2_ID,immediate_ID,PCAddress_ID;  
pipeline_reg #(32) IFID_Inst(instruction,instruction_ID,
									IFID_WriteEn & clk,rst | IF_Flush);
pipeline_reg #(32) IFID_PC(PC,PCAddress_ID,IFID_WriteEn & clk,rst | IF_Flush);
registerfile_pipelined reg_file(instruction_ID[19:15],instruction_ID[24:20],
						instruction_ID[11:7],RegDataIn,RegWrite_WB,rout1_ID,rout2_ID,clk);
imm_gen my_gen(instruction_ID,immediate_ID);
control_logic control_block(instruction_ID,1'b1,Branch_ID,ALUSrc_ID,ALUCtrl_ID,
										RegWrite_ID,MemtoReg_ID,MemRead_ID,MemWrite_ID);
wire [2:0]func3_EX;
pipeline_reg #(32) IDEX_PC(PCAddress_ID,PCAddress_EX,clk,rst);
pipeline_reg #(32) IDEXimm(immediate_ID,immediate_EX,clk,rst);
pipeline_reg #(32) IDEXfunc3(instruction_ID[14:12],func3_EX,clk,rst);
pipeline_reg #(5) IDEX_CTRLEX({ALUSrc_ID,ALUCtrl_ID} & {5{CTRL_Flush}}										 ,{ALUSrc_EX,ALUCtrl_EX},clk,rst);
pipeline_reg #(3) IDEX_CTRLMEM({Branch_ID,MemRead_ID,MemWrite_ID} & {3{CTRL_Flush}},
											{Branch_EX,MemRead_EX,MemWrite_EX},clk,rst);
pipeline_reg #(2) IDEX_CTRLWB({MemtoReg_ID,RegWrite_ID} & {2{CTRL_Flush}},
											{MemtoReg_EX,RegWrite_EX},clk,rst);
pipeline_reg #(5) IDEX_RD(instruction_ID[11:7],Rd_EX,clk,rst);
assign rout1_EX = rout1_ID;
assign rout2_EX = rout2_ID;
always @ (*)
begin
	case(ForwardA)
		2'b00: ALUop1_EX = rout1_EX;
		2'b10: ALUop1_EX = ALUresult_MEM;
		2'b01: ALUop1_EX = ALUresult_WB;
	default : ALUop1_EX = rout1_EX;
	endcase
	if (ALUSrc_EX) 
		ALUop2_EX = immediate_EX;
	else 
	begin
			case(ForwardB)
				2'b00: ALUop2_EX = rout2_EX;
				2'b10: ALUop2_EX = ALUresult_MEM;
				2'b01: ALUop2_EX = ALUresult_WB;
			default : ALUop2_EX = rout2_EX;
			endcase
	end
end
ALU my_ALU(ALUop1_EX,ALUop2_EX,ALUCtrl_EX,ALUresult_EX,Zero_EX);
assign PCAddress = PCAddress_EX + immediate_EX;
always @ (*)
begin
	if (Branch_EX)
	begin
		if (func3_EX == 3'b000 && Zero_EX == 1) PCSrc_EX = 1;
		else if (func3_EX == 3'b001 && Zero_EX == 0) PCSrc_EX = 1;
		else if (func3_EX == 3'b100 && ALUresult_EX == 32'd1) PCSrc_EX = 1;
		else if (func3_EX == 3'b101 && ALUresult_EX == 32'd0) PCSrc_EX = 1;
		else if (func3_EX == 3'b110 && ALUresult_EX == 32'd1) PCSrc_EX = 1;
		else if (func3_EX == 3'b111 && ALUresult_EX == 32'd0) PCSrc_EX = 1;
		else PCSrc_EX = 0;
	end
	else PCSrc_EX = 0;
end
pipeline_reg #(32) EXMEM_ALUresult(ALUresult_EX,ALUresult_MEM,clk,rst);
pipeline_reg #(32) EXMEM_PC(PCAddress,PCAddress_MEM,clk,rst);
pipeline_reg #(32) EXMEM_WriteData(rout2_EX,WriteData_MEM,clk,rst);
pipeline_reg #(5) EXMEM_CTRLMEM({PCSrc_EX,Zero_EX,Branch_EX,MemRead_EX,MemWrite_EX},
											{PCSrc_MEM,Zero_MEM,Branch_MEM,MemRead_MEM,MemWrite_MEM},clk,rst);
pipeline_reg #(2) EXMEM_CTRLWB({MemtoReg_EX,RegWrite_EX},
											{MemtoReg_MEM,RegWrite_MEM},clk,rst);
pipeline_reg #(5) EXMEM_RD(Rd_EX,Rd_MEM,clk,rst);
assign MemRead = MemRead_MEM;
assign MemWrite = MemWrite_MEM;
assign dWriteData = WriteData_MEM;
assign dAddress = ALUresult_MEM;
wire [4:0] Rd_WB;
pipeline_reg #(32) MEMWB_ALUresult(ALUresult_MEM,ALUresult_WB,clk,rst);
pipeline_reg #(32) MEMWB_DataMem(dReadData,dReadData_WB,clk,rst);
pipeline_reg #(2) MEMWB_CTRLWB({MemtoReg_MEM,RegWrite_MEM},
											{MemtoReg_WB,RegWrite_WB},clk,rst);
pipeline_reg #(5) MEMWB_RD(Rd_MEM,Rd_WB,clk,rst);										
assign RegDataIn = MemtoReg_WB ? dReadData_WB : ALUresult_WB;
hazard_detect staller(instruction_ID,MemRead_EX,Rd_EX,Branch_EX,
							IFID_WriteEn,PC_Write,CTRL_Flush,IF_Flush);
forwarding_unit fback(RegWrite_MEM,RegWrite_WB,rout1_EX,
								rout2_EX,Rd_MEM,Rd_WB,ForwardA,ForwardB);						
output [31:0]RO1,RO2;
assign RO2 = RegDataIn;
assign RO1 = instruction_ID;
endmodule 
module PCReg(clk,PCWrite,rst,PCSrc,branch_off,PCOut);
parameter INITIAL_PC = 32'h00400000;
input clk,PCSrc,rst,PCWrite;
input [31:0] branch_off;
output reg [31:0] PCOut;
initial PCOut = INITIAL_PC;
always @ (posedge clk)
begin
if (rst) PCOut <= INITIAL_PC;
else if (PCSrc) PCOut <= branch_off;
else if (!PCWrite) PCOut<=PCOut;
else PCOut <= PCOut + 4;
end
endmodule 
module pipeline_reg(dataIn,dataOut,clock,rst);
parameter n=32;
input [n-1:0] dataIn;
input clock,rst;
output reg [n-1:0] dataOut;
initial dataOut = 0;
always @ (posedge clock)
begin
	if (rst) dataOut<=0;
	else dataOut<=dataIn;
end
endmodule 
module registerfile_pipelined(Read1,Read2,WriteReg,WriteData,RegWrite,Data1,Data2,clock);
input [4:0]Read1,Read2,WriteReg;
input [31:0] WriteData;
input RegWrite,clock;
output reg [31:0] Data1,Data2;
reg[31:0] RF[31:0];
integer i;
initial
begin
 for (i=0;i<32;i=i+1)
	RF[i] = i;
end
  always @(posedge clock)
  begin
    Data1 <= RF[Read1];
    Data2 <= RF[Read2];
    if (RegWrite && WriteReg!=0) begin
      RF[WriteReg] <= WriteData;
      if (Read1 == WriteReg)
        Data1 <= WriteData;
      if (Read2 == WriteReg)
        Data2 <= WriteData;
    end
  end
endmodule 
</file>
<file path="./run.sh">
#!/bin/bash
# OpenROAD 26Q1-2900-gdf79404cd8, Yosys 0.63+post, stock flow scripts
make -C /OpenROAD-flow-scripts/flow DESIGN_CONFIG=/design/flow/config.mk WORK_HOME=/design/flow/orfs finish
</file>
==> flow_metrics.env <==
# flow metrics
export IMPL_run_status="finished with violations"
export IMPL_violations="negative hold slack"
export IMPL_unconstrained_endpoints=36
export IMPL_path_class="flip-flop to flip-flop"
export IMPL_via_count=50400
export IMPL_row_count=180
export IMPL_fin_tns_setup_ps=0
export IMPL_antenna_left=0
export IMPL_antenna_found_initial=14
export IMPL_grtUsageTotal_pct=24.2
export IMPL_grt_pass1_vias=52100
export IMPL_leakagePower_nw=28.6
export IMPL_post_drt_via_cell_ratio=5.69
export IMPL_critPathRequiredTime_ps=18430
export IMPL_rsz0062_at_grt="false"
export IMPL_initialDrtViolationCount=4365
export IMPL_drt_total_wl_um=280000
export IMPL_p_per_area_nw_per_um2=97.4
export IMPL_hp_class="flip-flop to clock gate"
export IMPL_setup_viol=0
export IMPL_die_area_um2=245000
export IMPL_crit_arrival_ps=10450
export IMPL_ir_drop_mv=0.0967
export IMPL_synth_top_area_share_pct=42.2
export IMPL_syn_area_per_cell_um2=13.8
export IMPL_maxCapViolCount=0
export IMPL_relSlewSlack_pct=28.0
export IMPL_core_um2=241000
export IMPL_wl_per_cell_um=31.6
export IMPL_synth_cell_type_count=88
export IMPL_synthCells=5286
export IMPL_numPortBuffers=227
export IMPL_ys_flops=1444
export IMPL_min_period_ps=9620
export IMPL_post_route_period_util_pct=54.7
export IMPL_reg2reg_setup_slack_ps=7980
export IMPL_place_gp_congestion=0.997
export IMPL_fp_util_pct=30.2
export IMPL_warnings=95
export IMPL_num_fill_cells=22600
export IMPL_cts_clk_slew_worst_paths_ps=60
export IMPL_synthArstFlopShare_pct=0
export IMPL_yosysChipArea_um2=72800
export IMPL_end_kind="flip-flop"
export IMPL_synth_cell_area_um2=72800
export IMPL_grt_pass1_wl_um=394000
export IMPL_clock_latency_ps=960
export IMPL_path_max_fanout=10
export IMPL_tritoncts="built"
export IMPL_max_freq_mhz=104
export IMPL_drt_pass1_iterations=6
export IMPL_dp_hpwl_um=193000
export IMPL_area_growth_pct=17.0
export IMPL_yosys_warnings=17
export IMPL_unclocked_pins=36
export IMPL_dp_slack_ps=11110
export IMPL_grt_max_degree=96
export IMPL_hold_viol_final=1
export IMPL_ys_cells=5286
export IMPL_hold_ws_ps=-122
export IMPL_worst_slack_ps=7980
export IMPL_drive_gt1_share_pct=21.4
export IMPL_maxSlewViolCount=0
export IMPL_top_cells_by_area="edfxtp_1, mux4_2, dfxtp_1, ha_1, nor2b_1"
export IMPL_ys_flop_type="edfxtp_1"
export IMPL_largest_area_cell="edfxtp_1"
export IMPL_grt_remaining_overflow=0
export IMPL_worstMarginPinSlew_ps=1070
export IMPL_start_kind="flip-flop"
export IMPL_worst_clock_skew_ps=70.5
export IMPL_ios=228
export IMPL_postCtsSetupRepairBufs=0
export IMPL_drc=0
export IMPL_enable_flop_cells=1024
export IMPL_die_h_um=495
export IMPL_die_x_um=495
-- metal layers --
layer | vias up | track usage, % | wire length (um) | part of all wire [%]
li1 | 21400 | - | - | -
met1 | 25100 | 28.1 | 93800 | 34
met2 | 3317 | 36.2 | 129000 | 46
met3 | 628 | 13.7 | 38700 | 14
met4 | 4 | 12.3 | 17700 | 6.3
met5 | - | 0.313 | 58 | 0.021
-- registers in the layout (all words and copies together) (netlist names), 4 cells and up --
signal,cells
reg_file.RF,1024
EXMEM_ALUresult.dataOut,32
EXMEM_WriteData.dataOut,32
IDEX_PC.dataOut,32
IDEXimm.dataOut,32
IFID_Inst.dataOut,32
IFID_PC.dataOut,32
MEMWB_ALUresult.dataOut,32
MEMWB_DataMem.dataOut,32
my_ALU.ALU_Result,32
pcc.PCOut,32
reg_file.Data1,32
reg_file.Data2,32
EXMEM_RD.dataOut,5
IDEX_CTRLEX.dataOut,5
IDEX_RD.dataOut,5
MEMWB_RD.dataOut,5
control_block.ALUCtrl,4
-- cell usage after synthesis, types with 12 or more instances --
master,n
edfxtp_1,1024
mux4_2,641
dfxtp_1,384
nor2_1,319
clkbuf_1,299
nor2b_1,268
nand2_1,238
a21oi_1,235
o21ai_0,159
inv_1,141
ha_1,135
a211oi_1,117
nand3_1,107
mux2i_1,96
and2_1,87
xnor2_1,76
buf_1,73
nor3_1,64
a31oi_1,56
o211ai_1,50
a21o_1,41
a221oi_1,37
o221ai_1,37
dlxtn_1,36
o22ai_1,36
xor2_1,35
nor4_1,30
buf_2,29
and3_1,28
nand2b_1,26
nand4_1,26
a221o_1,22
o21bai_1,21
a22oi_1,20
o31ai_1,20
mux2_2,19
o21a_1,18
or3_1,17
a211o_1,16
a22o_1,14
a2111oi_0,13
or4_1,12
-- cells by family after synthesis --
family                   Yosys count  synth area share [%]
multiplexers                     756                  21.4
AND/OR/NAND/NOR                 1271                  8.85
buffers and inverters            549                  2.91
XOR/XNOR                         111                  1.34
adder cells (fa/ha/maj)          138                  2.40
flip-flops                      1408                  52.8
latches                           36                 0.743
other                              1               0.00515
AND-OR/OR-AND                   1016                  9.49
-- repair_timing --
| item | 4_1_cts | 5_1_grt |
|---|---|---|
| hold buffers | 2 | 11 |
| gates resized | 0 | 0 |
| hold endpoints to repair | 1 | 1 |
-- stage by stage --
step | power [mW] | hold slack (ps) | cells | utilization [%] | cell area, um^2
after floorplan | 4.47 | -8290 | 5317 | - | 72900
after global placement | 4.95 | -8010 | 8533 | 33.0 | 79600
after detailed placement | 4.95 | -8030 | 8533 | 33.0 | 79600
after CTS | 8.34 | 429 | 8830 | 35.3 | 85000
after global routing | 8.55 | -7.80 | 8859 | 35.4 | 85100
final | 8.29 | -122 | 8860 | 35.4 | 85100
-- area by class of cell --
| cell class | count | area (um^2) | area share (%) |
|---|---|---|---|
| antenna | 19 | 47.5 | 0.0559 |
| clock buffer | 218 | 4500 | 5.28 |
| clock inverter | 77 | 891 | 1.05 |
| inverter | 144 | 541 | 0.635 |
| multi-input combinational | 3324 | 32100 | 37.7 |
| sequential | 1444 | 39000 | 45.8 |
| tap | 3185 | 3990 | 4.68 |
| timing repair buffer | 449 | 4030 | 4.73 |
-- cells in the final DEF (no fill, tap or decap), types with 37 or more instances in the layout --
master           instances
o221ai_1                37
a211oi_1               117
a221oi_1                37
a21o_1                  41
ha_1                   135
nand3_1                107
clkbuf_16              165
nor2b_1                268
nor3_1                  62
mux4_2                 641
clkdlybuf4s50_1        226
xnor2_1                 76
nand2_1                238
inv_1                  139
mux2i_1                 95
edfxtp_1              1024
a21oi_1                233
nor2_1                 287
a31oi_1                 54
and2_1                  86
dfxtp_1                372
buf_4                  205
o21ai_0                159
o211ai_1                50
-- power breakdown --
part           switching, mW  leakage [nW]  internal (mW)
Clock                   1.46          2.59           1.95
Sequential             0.101          13.0           3.57
Combinational          0.740          13.0          0.474
Total                   2.30          28.6           6.00
-- worst max-delay path, cell delays in order (launching register included) --
cell and delay (ps):
dfxtp_1 310, dlygate4sd3_1 540, dlygate4sd3_1 550, dlygate4sd3_1 560, dlygate4sd3_1 550, dlygate4sd3_1 560
dlygate4sd3_1 560, dlygate4sd3_1 560, o21ai_0 180, dlygate4sd3_1 590, dlygate4sd3_1 540, dlygate4sd3_1 550
dlygate4sd3_1 540, dlygate4sd3_1 560, a21o_1 330, nor2b_1 240, buf_4 220, and3_1 440
nor2b_1 500, nand4_1 180, xnor2_1 170, nor2_1 50, a211oi_1 220
-- worst paths after layout --
| path | start | to | depth (start not counted) |
|---|---|---|---|
| max in group gated | IDEX_CTRLMEM.dataOut[1] | clock gate | 15 |
| min reg2reg | IDEX_CTRLMEM.dataOut[0] | EXMEM_CTRLMEM.dataOut[0] | 1 |
| max | IDEX_CTRLMEM.dataOut[1] | pcc.PCOut[31] | 22 |
| max reg2reg | IDEX_CTRLMEM.dataOut[1] | pcc.PCOut[31] | 22 |
| min | IDEX_CTRLMEM.dataOut[1] | clock gate | 15 |
| min in group clk0 | IDEX_CTRLMEM.dataOut[0] | EXMEM_CTRLMEM.dataOut[0] | 1 |
No activity file was given, so power comes from the tool's default toggle rates.
